`flow/run.sh`:
```
#!/bin/bash
# OpenROAD 26Q1-2900-gdf79404cd8, Yosys 0.63+post, stock flow scripts
make -C /OpenROAD-flow-scripts/flow DESIGN_CONFIG=/design/flow/config.mk WORK_HOME=/design/flow/orfs finish
```
`flow/config.mk`:
```
export PLATFORM = sky130hd
export DESIGN_NAME = JAM
export DESIGN_NICKNAME = JAM
export VERILOG_FILES = /design/flow/design.v
export SDC_FILE = /design/flow/constraint.sdc
export NUM_CORES = 4
export LEC_CHECK = 1
export CORE_UTILIZATION = 30
```
`flow/constraint.sdc`:
```
current_design JAM

set clk_period 5.5
set clk_io_pct 0.2

create_clock -name clk0 -period $clk_period [get_ports {CLK}]

set non_clock_inputs [all_inputs -no_clocks]
set_input_delay [expr $clk_period * $clk_io_pct] -clock clk0 $non_clock_inputs
set_output_delay [expr $clk_period * $clk_io_pct] -clock clk0 [all_outputs]
```
`flow/design.v`:
```
module JAM (
input CLK,
input RST,
output reg [2:0] W,
output reg [2:0] J,
input [6:0] Cost,
output reg [3:0] MatchCount,
output reg [9:0] MinCost,
output reg Valid );
localparam
	FIND_POINT = 0,
	FIND_MIN   = 1,
	SWAP_VAL   = 2,
	ROTATE	   = 3;
localparam
	READ_FIRST_DATA = 0,
	READ_OTHER_DATA = 1,
	SUM_END   		= 2,
	KEEP_VALUE	    = 3;
reg [1:0]cur_state;
reg [1:0]next_state;
integer i;
reg [2:0]array[0:7];
reg [2:0]n_point;
reg [2:0]point;
reg [3:0]min;
reg [2:0]min_addr;
reg [9:0]sum;
reg [3:0]cnt_read;
wire end_flag;
assign end_flag = (array[0]==7 && array[1]==6 && array[2]==5 && array[3]==4 && array[4]==3 && array[5]==2 && array[6]==1 && array[7]==0);
always@(posedge CLK) begin
	if(RST)	cur_state <= 2'd0;
	else 	cur_state <= next_state;
end
always@(*) begin
	case(cur_state)
		0:
		begin
			if(end_flag)	
				next_state = 0;
			else 						
				next_state = 1;
		end
		1:
		begin
			if(n_point == 7 && cnt_read==8) next_state = 2;
			else 		   				    next_state = 1;
		end
		2 : next_state = 3;
		3 : next_state = 0;
	endcase
end
always@(posedge CLK) begin
	if(RST) begin
		for(i=0; i<=3'd7; i=i+1) array[i] <= i;
		n_point <= 3'd0;
		point <= 3'd0;
		min <= 4'd8;
		min_addr <= 3'd0;
		Valid <= 0;
 	end
	else begin
		case(cur_state)
			FIND_POINT:
			begin
				if(end_flag)
					Valid <= 1;
				else 
					Valid <= 0;
				if(array[7]>array[6]) begin
					point <= 6;
					n_point <= 7;
				end
				else if(array[6]>array[5])begin
					point <= 5;
					n_point <= 6;
				end
				else if(array[5]>array[4])begin
					point <= 4;
					n_point <= 5;
				end
				else if(array[4]>array[3])begin
					point <= 3;
					n_point <= 4;
				end
				else if(array[3]>array[2])begin
					point <= 2;
					n_point <= 3;
				end
				else if(array[2]>array[1])begin
					point <= 1;
					n_point <= 2;
				end
				else if(array[1]>array[0]) begin
					point <= 0;
					n_point <= 1;
				end
				else begin
					point <= 0;
					n_point <= 0;
				end
			end
			FIND_MIN:
			begin
				if(n_point==7)
					n_point <= 7;
				else 
					n_point <= n_point + 1'b1;
				if(array[n_point] > array[point]) begin
					if(min > array[n_point]) begin
						min <= array[n_point];
						min_addr <= n_point;
					end
				end
			end
			SWAP_VAL:
			begin
				n_point <= 0;
				min <= 8;
				array[min_addr] <= array[point];
				array[point] <= array[min_addr];
			end
			ROTATE: 
			begin
				case(point)
					0:	
					begin
						array[1] <= array[7];
						array[2] <= array[6];
						array[3] <= array[5];
						array[7] <= array[1];
						array[6] <= array[2];
						array[5] <= array[3];
					end
					1:
					begin
						array[2] <= array[7];
						array[3] <= array[6];
						array[4] <= array[5];
						array[7] <= array[2];
						array[6] <= array[3];
						array[5] <= array[4];
					end
					2:
					begin
						array[3] <= array[7];
						array[4] <= array[6];
						array[7] <= array[3];
						array[6] <= array[4];
					end
					3:
					begin
						array[4] <= array[7];
						array[5] <= array[6];
						array[7] <= array[4];
						array[6] <= array[5];
					end
					4:
					begin
						array[5] <= array[7];
						array[7] <= array[5];
					end
					5:
					begin
						array[6] <= array[7];
						array[7] <= array[6];
					end
				endcase
			end
		endcase
	end
end
always@(posedge CLK) begin
	if(RST) begin
		cnt_read <= 4'd1;
		sum <= 10'd0;
		MatchCount <= 4'd1;
		MinCost <= 10'd1023;
		W <= 3'd0;
		J <= 3'd0;
	end
	else begin
		case(cur_state)
			READ_FIRST_DATA:	
			begin	
				if(cnt_read==1) begin	
					W <= cnt_read;
					J <= array[cnt_read];
					cnt_read <= cnt_read + 1'b1;
				end
				else begin
					W <= 2;
					J <= array[2];
					cnt_read <= 3;
					sum <= Cost;
				end
			end
			READ_OTHER_DATA:	
			begin
				cnt_read <= cnt_read + 1'b1;
				if(cnt_read==2) begin	
					W <= 2;
					J <= array[2];
					sum <= Cost;
				end
				else begin
					sum <= sum + Cost;
					if(cnt_read<8) begin
						W <= cnt_read;
						J <= array[cnt_read];
					end
				end
			end
			SUM_END:
			begin
				W <= 0;
				J <= array[0];
				cnt_read <= 1;
				sum <= sum + Cost;
			end
			KEEP_VALUE:
			begin
				W <= 1;
				J <= array[1];
				cnt_read <= 2;
				sum <= 0;
				if(sum < MinCost) begin
					MinCost <= sum;
					MatchCount <= 1;
				end
				else if(sum == MinCost) begin
					MatchCount <= MatchCount + 1'b1;
				end
			end
		endcase
	end
end
endmodule
```
==> metrics.yaml <==
route:
  num_vias: 6111
  postRouteAntennaNets: 0
  viasPerCell: 5.81
  n_antenna_cell: 0
  drt_first_pass_iters: 9
  drc_errors: 0
  routed_wl_um: 20600
  avgRoutedWirePerCell_um: 19.6
  drt_iter0_drc: 472
cts:
  clkTransAtPathRegs_ns: 0.07
  worstSkewPairLatency_ns: 0.35
  tritoncts: "yes"
  cts_buffer_depth: 2
  htreeDepth: 3
  cts_setup_buffers: 0
  root_buffer: "clkbuf_16"
  cts_resized: 0
  numCtsBuffers: 9
  cts_num_sinks: 82
  hold_buffers: 0
grt:
  grt_pass1_vias: 5676
  grt_overflow: 0
  grt_antenna_before_repair: 0
  grtUsageTotal_pct: 19.3
  grt_first_pass_wirelength_um: 32100
  grt_start_max_net_pins: 41
placement:
  hpwl_um: 14600
  dp_cells: 1035
  io_buffers: 29
  gp_congestion: 0.967
die:
  dieWidth_um: 149
  io_pins: 30
  dieHeight_um: 149
  fp_util_pct: 30.6
  die_area_mm2: 0.0221
  std_cell_rows: 53
  coreArea_mm2: 0.0211
final_layout:
  lay_top_cells: "74 x nand2_1, 58 x dfxtp_1, 56 x inv_1, 56 x nor2_1, 50 x ha_1"
  stdcell_count: 1051
  seqCellArea_mm2: 0.00188
  final_common_cell: "nand2_1"
  comb_area_mm2: 0.00418
  fill_cells: 2191
  drive_above_1_share_pct: 8.89
  area_growth_syn_to_layout_pct: 13.7
synthesis:
  synth_seq_share_pct: 29.1
  netlist_instances: 761
  syn_area_mm2: 0.00646
  ys_chip_area_mm2: 0.00646
  synth_cell_type_count: 76
  top_cell_area_share_pct: 18.0
  yosysWarnings: 1
  flop_cell: "dfxtp_1"
  top_area_cell: "dfxtp_1"
  syn_area_per_cell_um2: 8.49
  ys.flops: 82
  edf_count: 24
  top_cells_by_area: "dfxtp_1 18%, edfxtp_1 11%, ha_1 9.7%, mux2i_1 4.7%, mux4_2 4.5%"
  async_flop_share_pct: 0
  ys_cells: 761
timing:
  hold_viol: 0
  tns_ns: 0
  holdWs_ns: 0.454
  period_used_pct: 63.2
  setup_violations: 0
  layout_min_cycle_time_ns: 3.48
  slew_violations: 0
  fmax_mhz: 287
  relSlewSlack_pct: 29.4
  rsz0062_at_grt: "no"
  skew_ns: 0.00605
  tightest_slew_ns: 1.03
power_and_ir_drop:
  p_leak_nw: 2.81
  power_density_mw_per_mm2: 277
  peakVddDrop_v: 0.000169
  total_power_mw: 2.03
setup_path:
  r2r_end: "min[3]$_SDFFE_PP1P_"
  endpoint_kind: "flip-flop"
  critical_path_class: "reg -> reg"
  rr_startpoint: "array[5][1]$_DFFE_PP_"
  crit_path_start_kind: "flip-flop"
  required_ns: 5.74
  rrSetupSlack_ns: 2.02
  worst-path-max-fanout: 11
  arrival_ns: 3.72
  rr_worst_depth: 10
min_path:
  hold_start: "Valid$_SDFFE_PP0P_"
  hold_end: "Valid$_SDFFE_PP0P_"
  holdPathStages: 2
  hold_path_class: "reg -> reg"
flow_run:
  warnings: 28
  maxCapViolations: 0
outcome:
  status: "completed"
-- power by group --
| group | internal [mW] | switching (mW) |
|---|---|---|
| Combinational | 0.252 | 0.342 |
| Sequential | 0.676 | 0.0941 |
| Clock | 0.389 | 0.277 |
-- registers in the layout, indices dropped and copies added (netlist names), named ones only --
signal,flops
J,3
MatchCount,4
MinCost,10
Valid,1
W,3
array,24
cnt_read,4
cur_state,4
min,4
min_addr,3
n_point,3
point,3
sum,10
-- cell type report --
class / instances / area share (%)
Timing Repair Buffer: 42 / 5.21
Inverter: 60 / 3.07
Clock buffer: 10 / 3.41
Sequential cell: 82 / 25.6
Tap cell: 275 / 4.68
Clock inverter: 6 / 1.06
Multi-Input combinational cell: 576 / 57.0
-- worst max-delay path, cell delays in order, from the launching register on --
cell,delay (ns)
edfxtp_1,0.64
mux4_2,0.52
mux2i_1,0.82
ha_1,0.39
nor2b_1,0.13
o21ai_0,0.13
nand2b_1,0.08
o2111ai_1,0.09
buf_4,0.21
a21oi_1,0.08
a211o_1,0.27
-- per-stage QoR --
step | utilization, % | setup slack (ns) | instance area, um2
detailed placement | 33.3 | 1.71 | 7020
global placement | 33.3 | 1.74 | 7020
floorplan | - | 2.50 | 6460
finish | 34.8 | 2.02 | 7340
CTS | 34.8 | 2.09 | 7340
global route | 34.8 | 1.92 | 7340
-- worst max-delay path by stage --
stage                     start                     to  slack, ns  depth (start not counted)
4_1_cts                     RST  array[2][2]$_DFFE_PP_       2.09                          7
5_1_grt                     RST  array[7][2]$_DFFE_PP_       1.92                          7
6_report  array[5][1]$_DFFE_PP_    min[3]$_SDFFE_PP1P_       2.02                         10
-- synth_stat cells, types with 3 or more instances --
cell	instances
o21a_1	6
mux2i_4	3
mux2i_1	30
nor2b_1	18
nor2_1	56
mux2_2	5
a21oi_1	34
o311ai_0	4
o21ai_1	6
nand4_1	7
a21o_1	3
mux4_2	13
o221ai_1	7
o22ai_1	13
edfxtp_1	24
a22oi_1	11
nor4_1	5
a31oi_1	8
nand2_1	74
or3_1	6
buf_1	6
a32oi_1	9
xor2_1	8
a221oi_2	3
nor3_1	21
a211oi_1	16
nand3_1	28
clkbuf_1	32
a41oi_1	3
o211ai_1	19
ha_1	50
dfxtp_1	58
buf_2	4
inv_1	56
nand2b_1	11
or2_2	3
o21ai_0	44
o2111ai_1	7
o41ai_1	3
-- cell families (layout without fill, tap and decap cells) --
family	after synthesis	after routing	share of synthesized area [%]
AND-OR/OR-AND	223	223	24.2
XOR/XNOR	10	10	1.36
adder cells (fa/ha/maj)	51	51	10.0
buffers and inverters	103	118	6.18
flip-flops	82	82	29.1
multiplexers	53	53	11.5
AND/OR/NAND/NOR	239	239	17.6
-- per-layer routing --
layer	up-vias	track usage, %	part of all wire, %
li1	2886	-	-
met1	2853	27.5	43
met2	310	28.6	43
met3	62	4.66	9.1
met4	0	7.27	4.6
met5	-	0	0
Power figures rest on the tool's default switching activity, not on a simulated workload.
